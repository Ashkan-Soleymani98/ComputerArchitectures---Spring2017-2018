--- flow/constraint.sdc ---
current_design rom

set clk_period 6.7
set clk_io_pct 0.2

create_clock -name clk0 -period $clk_period

set non_clock_inputs [all_inputs -no_clocks]
set_input_delay [expr $clk_period * $clk_io_pct] -clock clk0 $non_clock_inputs
set_output_delay [expr $clk_period * $clk_io_pct] -clock clk0 [all_outputs]
--- flow/run.sh ---
#!/bin/bash
# OpenROAD 26Q1-2900-gdf79404cd8, Yosys 0.63+post, stock flow scripts
make -C /OpenROAD-flow-scripts/flow DESIGN_CONFIG=/design/flow/config.mk WORK_HOME=/design/flow/orfs finish
--- flow/config.mk ---
export PLATFORM = sky130hd
export DESIGN_NAME = rom
export DESIGN_NICKNAME = rom
export VERILOG_FILES = /design/flow/design.v
export SDC_FILE = /design/flow/constraint.sdc
export NUM_CORES = 4
export LEC_CHECK = 1
export CORE_UTILIZATION = 30
--- flow/design.v ---
module rom(address,data);
input [9:0] address;  
output [31:0] data;	 
reg [31:0] array[1023:0];	 
always @*
begin
array[0]=32'b0_0001_0010_0_0_00_0010_000_00_0000000000; 
array[1]=32'b0_0110_0000_0_0_00_1111_001_11_0000000000; 
array[32]=32'b0_0001_0101_0_0_11_0101_000_00_0000000000; 
array[33]=32'b0_1011_0000_0_0_11_0001_000_00_0000000000; 
array[34]=32'b0_1101_0000_0_0_00_1111_000_00_0000000000; 
array[35]=32'b1_1000_1111_0_0_00_1111_000_00_0000000000; 
array[36]=32'b0_0000_1100_0_0_00_1111_001_00_0000000000; 
array[64]=32'b0_0001_0101_0_0_11_0101_000_00_0000000000; 
array[65]=32'b0_1101_0000_0_0_11_0001_000_00_0000000000; 
array[66]=32'b0_1011_0000_0_0_00_1111_000_00_0000000000; 
array[67]=32'b1_0001_1111_0_0_00_1111_000_00_0000000000; 
array[68]=32'b0_0000_1100_0_0_00_1111_001_00_0000000000; 
array[96]=32'b0_1111_1111_0_0_00_1111_001_00_0000000000; 
array[900]=32'b0_0001_0010_0_0_00_0010_000_00_0000000000; 
array[901]=32'b0_1010_0000_0_0_00_0001_000_00_0000000000; 
array[902]=32'b0_1010_0000_1_0_00_0010_001_10_0000000000; 
array[950]=32'b0_1011_1010_0_0_00_1111_000_00_0000000000; 
array[951]=32'b0_1101_0010_0_0_00_1111_000_00_0000000000; 
array[952]=32'b1_1000_1111_0_0_00_1111_000_00_0000000000; 
array[953]=32'b0_0010_1100_0_0_00_1111_001_10_0000000000; 
array[128]=32'b0_1111_1111_0_0_00_1111_001_01_1110000100; 
array[128]=32'b0_1111_1111_0_0_00_1111_001_01_1110110110; 
array[128]=32'b0_1111_1111_0_0_00_1111_001_00_0000000000; 
array[160]=32'b0_1111_1111_0_0_00_1111_001_01_1110000100; 
array[161]=32'b0_0001_0101_0_0_11_0101_000_00_0000000000; 
array[162]=32'b0_1011_0000_0_0_00_1111_000_00_0000000000; 
array[163]=32'b1_0000_1111_0_0_00_1111_000_00_0000000000; 
array[164]=32'b0_1111_1111_0_0_00_1111_010_01_1110110110; 
array[165]=32'b0_1111_1111_0_0_00_1111_001_00_0000000000; 
array[192]=32'b0_1111_1111_0_0_00_1111_001_01_1110000100; 
array[193]=32'b0_0001_0101_0_0_11_0101_000_00_0000000000; 
array[194]=32'b0_1011_0000_0_0_00_1111_000_00_0000000000; 
array[195]=32'b1_0000_1111_0_0_00_1111_000_00_0000000000; 
array[196]=32'b0_1111_1111_0_0_00_1111_011_01_1110110110; 
array[197]=32'b0_1111_1111_0_0_00_1111_001_00_0000000000; 
array[224]=32'b0_1111_1111_0_0_00_1111_001_01_1110000100; 
array[225]=32'b0_0001_0101_0_0_11_0101_000_00_0000000000; 
array[226]=32'b0_1011_0000_0_0_11_0001_000_00_0000000000; 
array[227]=32'b0_1101_0000_0_0_11_0101_000_00_0000000000; 
array[228]=32'b0_1111_1111_0_0_00_1111_010_01_1110110110; 
array[229]=32'b0_1111_1111_0_0_00_1111_001_00_0000000000; 
array[256]=32'b0_1111_1111_0_0_00_1111_100_00_0100000101; 
array[257]=32'b0_0001_0010_0_0_00_0010_000_00_0000000000; 
array[258]=32'b0_0111_0000_0_0_01_0101_000_00_0000000000; 
array[259]=32'b0_0001_0101_0_0_00_1111_000_00_0000000000; 
array[260]=32'b0_0000_0111_0_0_00_1111_001_00_0000000000; 
array[261]=32'b0_0001_0101_0_1_00_1111_001_01_1110000100; 
array[262]=32'b0_0000_1010_0_0_00_1111_001_00_0000000000; 
array[288]=32'b0_1111_1111_0_0_00_1111_100_00_0100101010; 
array[289]=32'b0_0001_0010_0_0_00_0010_000_00_0000000000; 
array[290]=32'b0_1001_0000_0_0_00_1111_000_00_0000000000; 
array[291]=32'b0_1011_1001_0_0_00_1111_000_00_0000000000; 
array[292]=32'b0_1101_0100_0_0_00_1111_000_00_0000000000; 
array[293]=32'b1_1000_1111_0_0_01_0101_000_00_0000000000; 
array[294]=32'b0_0001_1100_0_0_00_1111_000_00_0000000000; 
array[295]=32'b0_1110_0000_0_0_00_1111_000_00_0000000000; 
array[296]=32'b0_0001_0101_0_0_00_1111_000_00_0000000000; 
array[297]=32'b0_0000_1110_0_0_00_1111_001_00_0000000000; 
array[298]=32'b0_1111_1111_0_1_00_1111_001_01_1110000100; 
array[299]=32'b0_1011_1010_1_0_00_1111_000_00_0000000000; 
array[300]=32'b0_1101_0100_0_0_00_1111_000_00_0000000000; 
array[301]=32'b1_1000_1111_0_0_01_0101_000_00_0000000000; 
array[302]=32'b0_0001_1100_0_0_00_1111_000_00_0000000000; 
array[303]=32'b0_1110_0000_0_0_00_1111_000_00_0000000000; 
array[304]=32'b0_0001_0101_0_0_00_1111_000_00_0000000000; 
array[305]=32'b0_0000_1110_0_0_00_1111_001_00_0000000000; 
array[320]=32'b0_0001_0101_0_0_11_0101_000_00_0000000000; 
array[321]=32'b0_1110_0000_0_0_00_1111_100_00_0101001001; 
array[322]=32'b0_0001_0010_0_0_00_0010_000_00_0000000000; 
array[323]=32'b0_1001_0000_0_0_00_1111_000_00_0000000000; 
array[324]=32'b0_1011_1001_0_0_00_1111_000_00_0000000000; 
array[325]=32'b0_1101_0100_0_0_00_1111_000_00_0000000000; 
array[326]=32'b1_1000_1111_0_0_00_1111_000_00_0000000000; 
array[327]=32'b0_0001_1100_0_0_00_1111_000_00_0000000000; 
array[328]=32'b0_0000_1110_0_0_00_1111_001_00_0000000000; 
array[329]=32'b0_1111_1111_0_1_00_1111_001_01_1110000100; 
array[330]=32'b0_1011_1010_1_0_00_1111_000_00_0000000000; 
array[331]=32'b0_1101_0100_0_0_00_1111_000_00_0000000000; 
array[332]=32'b1_1000_1111_0_0_00_1111_000_00_0000000000; 
array[333]=32'b0_0001_1100_0_0_00_1111_000_00_0000000000; 
array[334]=32'b0_0000_1110_0_0_00_1111_001_00_0000000000; 
array[352]=32'b0_1111_1111_0_0_00_1111_100_00_0101101100; 
array[353]=32'b0_0001_0010_0_0_00_0010_000_00_0000000000; 
array[354]=32'b0_1001_0000_0_0_00_0001_000_00_0000000000; 
array[355]=32'b0_1000_0000_0_0_00_0010_000_00_0000000000; 
array[356]=32'b0_1011_1001_0_0_00_1111_000_00_0000000000; 
array[357]=32'b0_1101_0100_0_0_00_1111_000_00_0000000000; 
array[358]=32'b1_1000_1111_0_0_00_1111_000_00_0000000000; 
array[359]=32'b0_0001_1100_0_0_00_1111_000_00_0000000000; 
array[360]=32'b0_1011_0000_0_0_00_1111_000_00_0000000000; 
array[361]=32'b0_1101_1000_0_0_00_1111_000_00_0000000000; 
array[362]=32'b1_1000_1111_0_0_00_1111_000_00_0000000000; 
array[363]=32'b0_0000_1100_0_0_00_1111_001_00_0000000000; 
array[364]=32'b0_1111_1111_0_1_00_1111_001_01_1110000100; 
array[365]=32'b0_0001_0010_0_0_00_1111_000_00_0000000000; 
array[366]=32'b0_1000_0000_0_0_00_1111_000_00_0000000000; 
array[367]=32'b0_1011_1010_1_0_00_1111_000_00_0000000000; 
array[368]=32'b0_1101_0100_0_0_00_1111_000_00_0000000000; 
array[369]=32'b1_1000_1111_0_0_00_1111_000_00_0000000000; 
array[370]=32'b0_0001_1100_0_0_00_1111_000_00_0000000000; 
array[371]=32'b0_1011_0000_0_0_00_1111_000_00_0000000000; 
array[372]=32'b0_1101_1000_0_0_00_1111_000_00_0000000000; 
array[373]=32'b1_1000_1111_0_0_00_1111_000_00_0000000000; 
array[374]=32'b0_0000_1100_0_0_00_1111_001_00_0000000000; 
array[384]=32'b0_0001_0101_0_0_01_0101_000_00_0000000000; 
array[385]=32'b0_1110_0000_0_0_01_0001_000_00_0000000000; 
array[386]=32'b0_0000_1110_0_0_00_1111_001_00_0000000000; 
array[416]=32'b0_0001_0101_0_0_11_0101_000_00_0000000000; 
array[417]=32'b0_1011_0000_0_0_11_0001_000_00_0000000000; 
array[418]=32'b0_1101_0000_0_0_00_1111_000_00_0000000000; 
array[419]=32'b1_0111_1111_0_0_00_1111_000_00_0000000000; 
array[420]=32'b0_0000_1100_0_0_00_1111_001_00_0000000000; 
array[448]=32'b0_1111_1111_0_0_00_1111_001_01_1110000100; 
array[449]=32'b0_1011_1010_1_0_00_1111_000_00_0000000000; 
array[450]=32'b0_1101_0011_0_0_00_1111_000_00_0000000000; 
array[451]=32'b1_1000_1111_0_0_00_1111_000_00_0000000000; 
array[452]=32'b0_0001_1100_0_0_00_1111_000_00_0000000000; 
array[453]=32'b0_0001_0000_0_0_00_1111_000_00_0000000000; 
array[454]=32'b0_1010_0000_0_0_00_0001_000_00_0000000000; 
array[455]=32'b0_1010_0000_1_0_00_0001_000_00_0000000000; 
array[456]=32'b0_1110_0100_0_0_00_1111_000_00_0000000000; 
array[457]=32'b0_1101_0101_0_0_00_1111_000_00_0000000000; 
array[458]=32'b0_1011_1010_1_0_00_1111_000_00_0000000000; 
array[459]=32'b1_0001_1111_0_0_00_1111_000_00_0000000000; 
array[460]=32'b0_0100_1100_0_0_00_1111_000_00_0000000000; 
array[461]=32'b0_1010_0000_0_0_00_0001_000_00_0000000000; 
array[462]=32'b0_1010_0000_1_0_00_0001_000_00_0000000000; 
array[463]=32'b0_1011_1010_1_0_01_0101_000_00_0000000000; 
array[464]=32'b0_1101_0101_0_0_01_0100_000_00_0000000000; 
array[465]=32'b1_1000_1111_0_0_00_1111_000_00_0000000000; 
array[466]=32'b0_0101_1100_0_0_00_1111_000_00_0000000000; 
array[467]=32'b0_0001_0101_0_0_01_0101_000_00_0000000000; 
array[468]=32'b0_0000_0010_0_0_01_0001_000_00_0000000000; 
array[469]=32'b0_0000_1110_0_0_00_1111_000_00_0000000000; 
array[470]=32'b0_0010_0001_0_0_00_1111_001_00_0000000000; 
array[480]=32'b0_0001_0101_0_0_11_0101_000_00_0000000000; 
array[481]=32'b0_1011_0000_0_0_11_0001_000_00_0000000000; 
array[482]=32'b0_1101_0000_0_0_00_1111_000_00_0000000000; 
array[483]=32'b1_1001_1111_0_0_00_1111_000_00_0000000000; 
array[484]=32'b0_0000_1100_0_0_00_1111_001_00_0000000000; 
array[512]=32'b0_0001_0101_0_0_00_1111_000_00_0000000000; 
array[513]=32'b0_1110_0000_0_0_11_0001_000_00_0000000000; 
array[514]=32'b0_0101_0100_0_0_00_1111_000_00_0000000000; 
array[515]=32'b0_0100_0000_0_0_11_0001_000_00_0000000000; 
array[516]=32'b0_0010_0000_0_0_00_1111_000_00_0000000000; 
array[517]=32'b0_0001_0101_0_0_00_1111_000_00_0000000000; 
array[518]=32'b0_0000_1110_0_0_00_1111_001_00_0000000000; 
array[544]=32'b0_1111_1111_0_0_00_1111_001_01_1110000100; 
array[545]=32'b0_1011_1010_1_0_00_1111_000_00_0000000000; 
array[546]=32'b0_1101_0011_0_0_00_1111_000_00_0000000000; 
array[547]=32'b1_1000_1111_0_0_00_1111_000_00_0000000000; 
array[548]=32'b0_0001_1100_0_0_00_1111_000_00_0000000000; 
array[549]=32'b0_1110_0000_0_0_01_0101_000_00_0000000000; 
array[550]=32'b0_0001_0101_0_0_00_1111_000_00_0000000000; 
array[551]=32'b0_0000_1110_0_0_00_1111_001_00_0000000000; 
array[576]=32'b0_1111_1111_0_0_11_0101_001_00_0000000000; 
array[608]=32'b0_0001_0101_0_0_00_1111_000_00_0000000000; 
array[609]=32'b0_1110_0000_0_0_11_0001_000_00_0000000000; 
array[610]=32'b0_1011_0000_0_0_00_1111_000_00_0000000000; 
array[611]=32'b0_0000_1110_0_0_01_0001_000_00_0000000000; 
array[612]=32'b0_0000_1011_0_0_00_1111_001_00_0000000000; 
array[640]=32'b0_1111_1111_0_1_00_1111_001_00_0000000000; 
end
assign data=array[address];
endmodule
==> impl_metrics.csv <==
group,metric,value,unit
status,status,"finished, final reports clean",
finish,nClkBuffers,0,
sta,report.final.setup_viol,0,
logic_synthesis,yosys_warnings,27700,
floorplan,die_h,103,µm
finish,seq_cells,0,
power,p_per_area,42.3,mW/mm²
global_route,antenna_found_initial,0,
critical_path,critPathMaxFanout,15,
logic_synthesis,synth_area,0.00303,mm²
clocking,hold_buffers,0,
min_path,hold_depth,5,
logic_synthesis,synth.distinct_cells,88,
route,wl_per_cell,28.5,µm
global_route,grt_pass1_wl,26.8,mm
floorplan,die_w,103,µm
floorplan,io_pins,42,
route,vias,4372,
global_route,grt_max_degree,25,
route,first_iter_violations,526,
job,tool_warnings,32,
critical_path,cp-start-kind,"primary input",
sta,fmax,158,MHz
power,vdd_drop_max,0.0272,mV
sta,hold_viol_final,0,
global_route,grt_pass1_vias,4075,
clocking,cts_setup_buffers,0,
sta,tns,0,ns
critical_path,crit_required,5.36,ns
logic_synthesis,ys_seq_share,0,%
route,drt-total-wl,18.3,mm
min_path,whs_endpoint,"data[19]",
sta,rsz0062_at_grt,"false",
finish,syn_to_final_growth,21.0,%
sta,slew_viol_final,0,
route,via_per_inst,6.81,
logic_synthesis,yosys_cells,461,
global_route,gr-usage-all-layers,36.4,%
job,maxCapViolations,0,
critical_path,crit_arrival,4.97,ns
logic_synthesis,synth_area_per_cell,6.58,µm²
critical_path,endpoint_kind,"output port",
finish,post-route-util,37.5,%
sta,worst_pin_slew,0.954,ns
clocking,cts_resized,0,
sta,fin_crit_sh,94.2,%
route,num_antenna_cells,0,
sta,period_minus_slack,6.31,ns
floorplan,die_area,0.0105,mm²
logic_synthesis,yosys_area,0.00303,mm²
placement,hpwl,14.6,mm
placement,gp_congestion,1.11,
floorplan,core,0.00977,mm²
sta,relSlewSlack,35.5,%
finish,final_layout_size_suffix_gt1_share,17.5,%
min_path,hold_class,"in2out",
power,p_leak,1.37,nW
floorplan,rows,36,
critical_path,crit_type,"in2out",
placement,port_buffers,42,
min_path,hp-start,"address[9]",
route,drtPass1Iterations,5,
finish,regArea,0,µm²
floorplan,initial_utilization,31.0,%
route,drc_errors,0,
route,ant_nets,0,
global_route,grt_overflow_total,0,
logic_synthesis,synth_cells,461,
-- cell usage in the layout (no fill, tap or decap), types with 6 or more instances in the layout --
cell type / count
or4_1: 7
nor4_1: 11
nor2_1: 34
nand2_1: 51
nand2b_1: 14
nand4b_1: 6
nor2b_1: 10
o21ai_0: 21
nor3_1: 32
inv_1: 6
clkdlybuf4s50_1: 42
a21oi_1: 19
buf_4: 52
o211ai_1: 6
o32a_1: 7
nor3b_1: 6
nand3_1: 35
or2_2: 8
nand4_1: 7
-- worst max path at each step --
stage,start,end,cells past startpoint
CTS,address[7],data[28],11
global route,address[0],data[28],9
finish,address[0],data[28],9
-- final cells by class --
| type | count | area, µm² |
|---|---|---|
| fill | 1067 | 6110 |
| multi-input combinational | 408 | 2660 |
| timing repair buffer | 94 | 811 |
| tap | 133 | 166 |
| inverter | 7 | 26.3 |
-- cells in the mapped netlist (all sizes together) (4+ instances only) --
master  number  area [µm²]
and2         5        31.3
o22ai        4        25.0
inv          6        22.5
nor4bb       5        56.3
nor4        13         103
nor4b       10         128
or4b         8        83.8
or2          8        50.1
o21ai       24         120
nor3        36         200
buf         38         310
or4          9        75.1
o211ai       6        45.0
nand3b       5        37.5
nand2b      15         101
a22oi        6        50.1
nand4b       6        52.6
nor2        34         128
nor2b       10        62.6
nand3       35         175
o32a         7        70.1
or3          5        31.3
clkbuf       8        31.3
o21a         4        30.0
a21oi       20         104
nand2       52         203
nor3b        6        45.0
nand4        8        56.3
and3         4        25.0
a31oi        6        43.8
-- critical path: stages --
cell	delay, ns
clkdlybuf4s50_1	0.81
nor4bb_1	0.89
a22oi_1	0.35
o221ai_1	0.27
or3_1	0.23
nor4_2	0.09
nand4_2	0.11
or4b_1	0.45
clkdlybuf4s50_1	0.42
-- through the flow --
stage          hold WS (ns)  instances  power, mW  worst slack (ns)  area, µm²
3_5_place_dp           4.01        642      0.149             0.479       3670
2_1_floorplan          2.88        461     0.0896              2.07       3030
3_3_place_gp           4.00        642      0.152             0.339       3670
4_1_cts                4.01        642      0.149             0.481       3670
6_report               4.01        642      0.155             0.388       3670
5_1_grt                4.08        642      0.163             0.147       3670
-- metal layers --
metal	vias up	share of wire, %	track usage [%]
met3	94	11	4.34
met4	0	8.1	22.9
met1	2059	40	50.8
met5	-	0	0
li1	1883	-	-
met2	336	41	53.2
-- kinds of logic after synthesis --
group | Yosys count | share of synthesized area (%)
AOI/OAI and AO/OA | 112 | 26.5
buffers and inverters | 53 | 12.1
xor gates and xnor gates | 4 | 1.16
and+or+nand+nor | 291 | 59.8
muxes | 1 | 0.330
-- where the power goes --
group          total (mW)  internal (mW)  switching [mW]  leakage, nW
combinational       0.155         0.0615          0.0935         1.37
clock                   0              0               0            0
sequential              0              0               0            0
total               0.155         0.0615          0.0935         1.37
No activity file was given, so power comes from the tool's default toggle rates.
