==> design.v <==
module ALU(Data_out,Z,N,Data1,Data2,control);
	output reg[31:0] Data_out;
	output reg N,Z;
	input[31:0] Data1,Data2;
	input[5:0] control;
	always @(Data1,Data2,control)
	begin
		N =1'b0;
		Z=1'b0;
		case(control)
			6'b011000: Data_out = Data1;
			6'b010100: Data_out = Data2;
			6'b011010: Data_out = ~Data1;
			6'b101100: Data_out = ~Data2;
			6'b111100: Data_out = Data1 + Data2;
			6'b111101: Data_out = Data1 + Data2 + 1;
			6'b111001: Data_out = Data1 + 1;
			6'b110101: Data_out = Data2 + 1;
			6'b111111: Data_out = Data2 - Data1;
			6'b110110: Data_out = Data2 - 1;
			6'b111011: Data_out = -Data1;
			6'b001100: Data_out = Data1 & Data2;
			6'b011100: Data_out = Data1 | Data2;
			6'b010000: Data_out = 0;
			6'b110001: Data_out = 1;
			6'b110010: Data_out = -1;
		endcase
		Z = ~|Data_out;
		N = Data_out[31];
	end
endmodule
==> run.sh <==
#!/bin/bash
# OpenROAD 26Q1-2900-gdf79404cd8, Yosys 0.63+post, stock flow scripts
make -C /OpenROAD-flow-scripts/flow DESIGN_CONFIG=/design/flow/config.mk WORK_HOME=/design/flow/orfs finish
==> config.mk <==
export PLATFORM = sky130hd
export DESIGN_NAME = ALU
export DESIGN_NICKNAME = ALU
export VERILOG_FILES = /design/flow/design.v
export SDC_FILE = /design/flow/constraint.sdc
export NUM_CORES = 4
export LEC_CHECK = 1
export CORE_UTILIZATION = 30
==> constraint.sdc <==
current_design ALU

set clk_period 29.0
set clk_io_pct 0.2

create_clock -name clk0 -period $clk_period

set non_clock_inputs [all_inputs -no_clocks]
set_input_delay [expr $clk_period * $clk_io_pct] -clock clk0 $non_clock_inputs
set_output_delay [expr $clk_period * $clk_io_pct] -clock clk0 [all_outputs]
==> flow_metrics.env <==
# implementation run metrics
export IMPL_status="complete, no violations"
export IMPL_area_growth_syn_to_layout_pct=14.0
export IMPL_rsz0062_at_grt="false"
export IMPL_fillCellCount=3681
export IMPL_finalMaxSlewViolations=0
export IMPL_drive_above_1_share_pct=2.74
export IMPL_openroad_warnings=64
export IMPL_crit_start="control[4]"
export IMPL_pin_count=104
export IMPL_pre_cts_ws_ns=10.55
export IMPL_untimed_endpoints=64
export IMPL_xor_share_pct=7.68
export IMPL_drtPass1Iterations=7
export IMPL_fin_crit_sh_pct=63.8
export IMPL_timing_fmax_mhz=54.1
export IMPL_syn_cell_area_mm2=0.0102
export IMPL_n_antenna_cell=0
export IMPL_synthAdderAreaFrac_pct=16.0
export IMPL_topCellsByArea="ha_1 (15%), a21oi_1 (7.2%), nor2_1 (6.5%)"
export IMPL_worstHoldPathType="input pin to primary output"
export IMPL_post_route_cell_area_mm2=0.0117
export IMPL_crit_chain="clkdlybuf4s50_1, and2_1, nand4_1, buf_4, o21ai_0, ha_1, inv_1, fa_1, xor2_1, a2bb2oi_1, o2111ai_1, o32a_1, or4_1, nand4bb_1, a211o_1, or4_1, or4b_1, nor4_1, nand4bb_1, nor4b_2, clkdlybuf4s50_1"
export IMPL_power_density_mw_per_mm2=19.2
export IMPL_dpl_cell_area_mm2=0.0117
export IMPL_hold_buffers=0
export IMPL_synth_cells=1570
export IMPL_crit_family="simple AND/OR/NAND/NOR gates"
export IMPL_routed_wl_um=45300
export IMPL_yosysUniqueCellTypes=87
export IMPL_top_logic_kind="AND-OR/OR-AND gates"
export IMPL_wl_per_cell_um=22.1
export IMPL_crit_fanout=23
export IMPL_unclocked_regs=32
export IMPL_yosys_warnings=1
export IMPL_post_cts_resized=0
export IMPL_crit_arrival_ns=12.69
export IMPL_syn_area_per_cell_um2=6.51
export IMPL_dp_hpwl_um=35800
export IMPL_ff_type="dlxtn_1"
export IMPL_largest_register_ffs=32
export IMPL_synth_chip_area_mm2=0.0102
export IMPL_period_needed_ns=18.49
export IMPL_end_kind="primary output"
export IMPL_crit_type="input pin to primary output"
export IMPL_drc=0
export IMPL_chip_area_mm2=0.0348
export IMPL_setup_violations=0
export IMPL_synth_area_mux_share_pct=1.48
export IMPL_fp_util_pct=30.5
export IMPL_numSynthFlops=32
export IMPL_antenna_found_initial=1
export IMPL_fin_ws_ns=10.51
export IMPL_top_area_cell="ha_1"
export IMPL_cap_violations=0
export IMPL_synthAoiAreaFrac_pct=36.9
export IMPL_grt_pass1_wl_um=67300
export IMPL_cts_setup_buffers=0
export IMPL_ys_sh_simple_pct=26.4
export IMPL_ys_cells=1570
export IMPL_critical_path_required_ns=23.20
export IMPL_hold_path_cell_count=4
export IMPL_first_iter_violations=1234
export IMPL_whs_endpoint="N"
export IMPL_crit_slowest_cell="clkdlybuf4s50_1"
export IMPL_slew_headroom_pct=48.4
export IMPL_synth_most_common_cell="nor2_1"
export IMPL_worstSetupStartpointType="input pin"
export IMPL_die_x_um=187
export IMPL_grt_max_degree=37
export IMPL_max_stage_delay_ns=0.73
export IMPL_io_buffers=104
export IMPL_netlist_area_leader_share_pct=15.4
export IMPL_worst_pin_slew_ns=0.770
export IMPL_gp_congestion=1.01
export IMPL_ir_drop_uv=5.39
export IMPL_postSynth_asyncResetShare_pct=0
export IMPL_rows=67
export IMPL_vias_per_cell=6.04
export IMPL_fin_tns_setup_ns=0
export IMPL_path_buffers=4
export IMPL_vias=12400
export IMPL_hold_viol=0
export IMPL_grt_overflow=0
export IMPL_grt_pass1_vias=11000
export IMPL_synthTopCellsByCount="nor2_1 (177), a21oi_1 (148), nand2_1 (137), ha_1 (126), o21ai_0 (112)"
export IMPL_p_leak_nw=4.66
export IMPL_grt_usage_pct=25.3
export IMPL_die_h_um=187
export IMPL_edf_count=0
export IMPL_worstHoldStart="Data1[31]"
export IMPL_core_area_mm2=0.0335
export IMPL_ant_nets=0
[where the power goes]
group | switching (W) | internal, W | leakage, nW | total (W)
Sequential | 0.00000152 | 0.00000787 | 0.260 | 0.00000939
Combinational | 0.000133 | 0.0000822 | 4.40 | 0.000215
Clock | 0 | 0 | 0 | 0
[per-stage QoR]
stage / utilization (%) / std cells / hold WS, ns / power (W)
6_report: 34.8 / 2052 / 12.78 / 0.000224
2_1_floorplan: - / 1570 / 11.73 / 0.000144
3_3_place_gp: 34.8 / 2052 / 12.79 / 0.000218
4_1_cts: 34.8 / 2052 / 12.78 / 0.000218
5_1_grt: 34.8 / 2052 / 12.84 / 0.000243
3_5_place_dp: 34.8 / 2052 / 12.78 / 0.000217
[per-layer routing]
metal / global-route usage (%) / routed length (um) / share of wire [%] / vias up
li1: - / - / - / 5964
met1: 39.8 / 21500 / 47 / 5743
met2: 35.5 / 18000 / 40 / 619
met3: 5.42 / 4990 / 11 / 58
met4: 3.88 / 822 / 1.8 / 2
met5: 0 / 13 / 0.029 / -
[kinds of logic after synthesis]
logic type      count (synthesis)
fa+ha+maj                     129
mux                            15
simple gates                  555
buf+inv                       182
latches                        32
xor+xnor                       88
compound gates                569
[how the worst max path moves through the flow]
stage	end	cells after the start	slack, ns
global route	Z	21	10.14
CTS	Z	21	10.51
finish	Z	21	10.51
[tightest hold or removal path, delay by kind of cell]
kind,cells,cell delay (ns)
simple gates,1,0.15
compound gates,1,0.09
buf+inv,2,0.95
[layout by cell type (no fill, tap or decap), drive strengths merged, types with 31 or more instances in the layout]
cell,Yosys,final
nor2,177,177
a21oi,149,149
nand2,137,137
ha,126,126
o21ai,115,115
clkdlybuf4s50,0,104
inv,91,91
xnor2,51,51
nand3,48,48
nor3,41,41
o22ai,39,39
xor2,36,36
a21o,33,33
dlxtn,32,32
a211oi,31,31
[layout make-up]
class                      count  area, um2  share of cell area, %
sequential                    32        480                   4.12
multi-input combinational   1356       9070                   77.9
inverter                      91        342                   2.93
timing repair buffer         125       1200                   10.3
tap                          448        561                   4.81
Power is estimated from default activity; no workload was simulated.
